[design/flow/run.sh]
#!/bin/bash
# OpenROAD 26Q1-2900-gdf79404cd8, Yosys 0.63+post, stock flow scripts
make -C /OpenROAD-flow-scripts/flow DESIGN_CONFIG=/design/flow/config.mk WORK_HOME=/design/flow/orfs finish
[design/flow/config.mk]
export PLATFORM = sky130hd
export DESIGN_NAME = butterfly_unit
export DESIGN_NICKNAME = butterfly_unit
export VERILOG_FILES = /design/flow/design.v
export SDC_FILE = /design/flow/constraint.sdc
export NUM_CORES = 4
export LEC_CHECK = 1
export CORE_UTILIZATION = 50
[design/flow/constraint.sdc]
current_design butterfly_unit

set clk_period 43.4
set clk_io_pct 0.2

create_clock -name clk0 -period $clk_period

set non_clock_inputs [all_inputs -no_clocks]
set_input_delay [expr $clk_period * $clk_io_pct] -clock clk0 $non_clock_inputs
set_output_delay [expr $clk_period * $clk_io_pct] -clock clk0 [all_outputs]
[design/flow/design.v]
module butterfly_unit #(WIDTH=32)(
	input signed [WIDTH-1:0] A,
	input signed [WIDTH-1:0] B,
	input signed [WIDTH-1:0] W,
	output logic signed [WIDTH-1:0] ApWB,
	output logic signed [WIDTH-1:0] AnWB
);
	wire signed [WIDTH/2-1:0] A_im = A[WIDTH/2-1:0]; 
	wire signed [WIDTH/2-1:0] A_re = A[WIDTH-1:WIDTH/2]; 
	wire signed [WIDTH/2-1:0] B_im = B[WIDTH/2-1:0];
	wire signed [WIDTH/2-1:0] B_re = B[WIDTH-1:WIDTH/2];
	wire signed [WIDTH/2-1:0] W_im = W[WIDTH/2-1:0];
	wire signed [WIDTH/2-1:0] W_re = W[WIDTH-1:WIDTH/2];
	wire signed [WIDTH-1:0] WB_re = W_re * B_re - W_im * B_im;  
	wire signed [WIDTH-1:0] WB_im = W_im * B_re + W_re * B_im;
	wire signed [WIDTH/2-1:0] WB_re_trunc = WB_re[WIDTH-2:WIDTH/2-1];
	wire signed [WIDTH/2-1:0] WB_im_trunc = WB_im[WIDTH-2:WIDTH/2-1];
	wire signed [WIDTH-1:0] ApWB_re = (A_re + WB_re_trunc) << WIDTH/2;
	wire signed [WIDTH-1:0] ApWB_im = A_im + WB_im_trunc;
	wire signed [WIDTH-1:0] AnWB_re = (A_re - WB_re_trunc) << WIDTH/2;
	wire signed [WIDTH-1:0] AnWB_im = A_im - WB_im_trunc;
	assign ApWB = ApWB_re + ApWB_im;
	assign AnWB = AnWB_re + AnWB_im;
endmodule
==> results.cfg <==
; synthesis and place-and-route metrics
[sta]
rsz0062_at_grt = false
layout_min_cycle_time_ns = 29.74
finalCritPeriodShare_pct = 68.5
slew-limit-headroom_pct = 42.5
setup_viol = 0
achievable-frequency_mhz = 33.6
finalHoldViolations = 0
worst-slew-pin-transition_ns = 0.857
timing.final.max_slew_violations = 0
finalSetupTns_ns = 0

[yosys]
syn_inst = 4771
synth.cell_area_mm2 = 0.0435
synth.largest_area_cell = sky130_fd_sc_hd__fa_1
synth.yosys.num_cells = 4771
yosysChipArea_mm2 = 0.0435
synth-warning-count = 0
postSynthSeqShare_pct = 0
synth_xor_xnor_area_share_pct = 3.73
yosys-top-cells-count = sky130_fd_sc_hd__inv_1 (1,367), sky130_fd_sc_hd__fa_1 (1,153), sky130_fd_sc_hd__nand2_1 (579)
post-synth-top-count-cell = sky130_fd_sc_hd__inv_1
synth.area.mux_share_pct = 0
synth_largest_type_area_fraction_pct = 53.1
ys_sh_adder_pct = 65.2
top_cells_by_area = sky130_fd_sc_hd__fa_1 (53%), sky130_fd_sc_hd__ha_1 (12%), sky130_fd_sc_hd__inv_1 (12%)
ys_top_logic_family = adder cells
synth-compound-area-share_pct = 4.14
synthDistinctLibCells = 64
basic_gates_by_area_pct = 13.3
synth.avg_cell_area_um2 = 9.11

[critical_path]
cp_data_required_time_ns = 34.72
cpMostUsedCell = sky130_fd_sc_hd__fa_1
crit_path_start = W[28]
critical_path_peak_fanout = 32
setup.worst_path.class = primary input to primary output
slowest_stage = sky130_fd_sc_hd__a221oi_2
worst_setup_path_start_kind = primary input
cp.arrival_ns = 21.06
crit_path_max_incr_delay_ns = 0.71
critPathCaptureType = primary output

[detailed_routing]
remaining_antenna_violation_count_after_routing = 0
routed_wire_length_per_instance_um = 17.4
detail_route.antenna_diodes = 0
firstDrtPassIters = 5
via_count_of_the_routed_design = 29825
drtIter0Drc = 1042
drt-total-wl_mm = 103
drc = 0
vias_per_cell = 5.01

[layout]
share_of_post_route_cells_with_drive_strength_above_1_pct = 2.18
register_area_um2 = 0
area_growth_pct = 6.63
nFlopsAndLatches = 0
final.clkbuf_count = 0

[worst_hold_path]
hold_path_class = primary input to primary output
whs_endpoint = ApWB[0]
hold_path_depth = 5
hp-start = A[0]

[clock_tree]
hold_buffers = 0
cts.repair.resized = 0
post_cts_buffers = 0

[flow_run]
tool_warnings = 73
timing.max_cap.violations = 0

[floorplanning]
die.size.x_um = 297
core_area_mm2 = 0.0857
num_rows = 107
die_area_mm2 = 0.0881
io_pins = 160
die_h_um = 297
floorplan.core_util_pct = 50.7

[global_routing]
global_route_wire_length_before_repair_mm = 172
grt_max_degree = 34
number_of_global_route_vias_before_repair = 31856
global_route.overflow_total = 0
antenna_found_initial = 0
grt_use_total_pct = 27.0

[placed_design]
detailed_place_hpwl_mm = 84.3
portBuffers = 160
gp_congestion = 0.919

[outcome]
outcome = complete, no violations
==> logic make-up (layout without fill, tap and decap cells) <==
kind of cell | after synthesis | count (layout)
adders and majority gates | 1574 | 1574
buffers and inverters | 1566 | 1606
and+or+nand+nor | 1188 | 1188
AOI/OAI and AO/OA | 261 | 261
xor gates and xnor gates | 182 | 182
==> layer usage <==
layer	share of wire [%]	routed length, um	track usage [%]
met1	39	40400	39.3
met5	0	0	0.271
met4	2.6	2700	5.22
met3	8.1	8370	8.40
met2	50	52000	42.6
==> worst max-delay path by stage <==
stage         slack [ns]  endpoint  cells past startpoint
finish             13.66  AnWB[30]                     46
global route       12.81  AnWB[30]                     46
CTS                13.65  AnWB[30]                     46
==> layout make-up <==
class / count / area, um^2
Multi-Input combinational cell: 3205 / 37600
Inverter: 1367 / 5130
Timing Repair Buffer: 239 / 2190
Fill cell: 7970 / 39400
Tap cell: 1144 / 1430
==> layout by cell type, fill, tap and decap left out, types with 5 or more instances in the layout <==
cell type / synthesis / routed
sky130_fd_sc_hd__buf_4: 2 / 79
sky130_fd_sc_hd__a211oi_1: 5 / 5
sky130_fd_sc_hd__inv_1: 1367 / 1367
sky130_fd_sc_hd__a21o_1: 45 / 45
sky130_fd_sc_hd__nand4_1: 8 / 8
sky130_fd_sc_hd__clkdlybuf4s50_1: 0 / 160
sky130_fd_sc_hd__fa_1: 1153 / 1153
sky130_fd_sc_hd__a21oi_1: 76 / 76
sky130_fd_sc_hd__ha_1: 421 / 421
sky130_fd_sc_hd__a21oi_2: 5 / 5
sky130_fd_sc_hd__and2_1: 414 / 414
sky130_fd_sc_hd__nor3_1: 12 / 12
sky130_fd_sc_hd__nand2_1: 579 / 579
sky130_fd_sc_hd__and3_1: 8 / 8
sky130_fd_sc_hd__xnor2_1: 133 / 133
sky130_fd_sc_hd__nor2_1: 75 / 75
sky130_fd_sc_hd__nor2b_1: 12 / 12
sky130_fd_sc_hd__o21ai_0: 39 / 39
sky130_fd_sc_hd__a31oi_1: 8 / 8
sky130_fd_sc_hd__nand2b_1: 51 / 51
sky130_fd_sc_hd__nand3_1: 17 / 17
sky130_fd_sc_hd__xor2_1: 47 / 46
sky130_fd_sc_hd__o21bai_1: 20 / 20
sky130_fd_sc_hd__o21a_1: 12 / 12
==> critical path, delay by kind of cell <==
family	cells	cell delay, ns
fa+ha+maj	12	5.40
compound gates	12	2.67
buf+inv	11	1.75
simple gates	8	1.69
xor+xnor	3	0.84
==> per-stage QoR <==
step,setup slack (ns),hold slack (ns),cells,utilization [%],cell area [um^2]
3_3_place_gp,13.76,18.41,5955,54.1,46300
4_1_cts,13.65,18.41,5955,54.1,46300
6_report,13.66,18.41,5955,54.1,46300
3_5_place_dp,13.69,18.41,5955,54.1,46300
5_1_grt,12.81,18.46,5955,54.1,46300
2_1_floorplan,14.86,17.54,4771,-,43500
