===== flow/config.mk =====
export PLATFORM = sky130hd
export DESIGN_NAME = butterfly_unit_4pt
export DESIGN_NICKNAME = butterfly_unit_4pt
export VERILOG_FILES = /design/flow/design.v
export SDC_FILE = /design/flow/constraint.sdc
export NUM_CORES = 4
export LEC_CHECK = 1
export CORE_UTILIZATION = 40

===== flow/constraint.sdc =====
current_design butterfly_unit_4pt

set clk_period 20.6
set clk_io_pct 0.2

create_clock -name clk0 -period $clk_period

set non_clock_inputs [all_inputs -no_clocks]
set_input_delay [expr $clk_period * $clk_io_pct] -clock clk0 $non_clock_inputs
set_output_delay [expr $clk_period * $clk_io_pct] -clock clk0 [all_outputs]

===== flow/design.v =====
module butterfly_unit_4pt #(WIDTH=32)(
	input signed [WIDTH-1:0] A,
	input signed [WIDTH-1:0] B,
	input signed [WIDTH-1:0] W,
	output signed [WIDTH-1:0] ApWB,
	output signed [WIDTH-1:0] AnWB
);
	wire signed [WIDTH/2-1:0] A_re = A[WIDTH/2-1:0]; 
	wire signed [WIDTH/2-1:0] A_im = A[WIDTH-1:WIDTH/2]; 
	wire signed [WIDTH/2-1:0] B_re = B[WIDTH/2-1:0];
	wire signed [WIDTH/2-1:0] B_im = B[WIDTH-1:WIDTH/2];
	wire signed [WIDTH/2-1:0] W_re = W[WIDTH/2-1:0];
	wire signed [WIDTH/2-1:0] W_im = W[WIDTH-1:WIDTH/2];
	wire signed [WIDTH-1:0] WB_re = W_re * B_re - W_im * B_im;
	wire signed [WIDTH-1:0] WB_im = W_im * B_re + W_re * B_im;
	wire signed [WIDTH/2-1:0] WB_re_trunc = WB_re[WIDTH-2:WIDTH/2-1];  
	wire signed [WIDTH/2-1:0] WB_im_trunc = WB_im[WIDTH-2:WIDTH/2-1];
	wire signed [WIDTH/2-1:0] ApWB_re = A_re + WB_re_trunc;
	wire signed [WIDTH/2-1:0] ApWB_im = A_im + WB_im_trunc;
	wire signed [WIDTH/2-1:0] AnWB_re = A_re - WB_re_trunc;
	wire signed [WIDTH/2-1:0] AnWB_im = A_im - WB_im_trunc;
	assign ApWB = ApWB_re << WIDTH/2 + ApWB_im;
	assign AnWB = AnWB_re << WIDTH/2 + AnWB_im;
endmodule

===== flow/run.sh =====
#!/bin/bash
# OpenROAD 26Q1-2900-gdf79404cd8, Yosys 0.63+post, stock flow scripts
make -C /OpenROAD-flow-scripts/flow DESIGN_CONFIG=/design/flow/config.mk WORK_HOME=/design/flow/orfs finish

==> results.yml <==
# synthesis and place-and-route metrics
synthesis:
  fa_ha_area_share_pct: 61.5
  synthTopCellsByCount: "1137 x inv_1, 1123 x fa_1, 536 x and2_1, 495 x nand2_1, 358 x ha_1"
  ys_seq_share_pct: 0
  yosys-stat-area_um2: 43900
  ys_cells: 4856
  mux_share_pct: 1.63
  yosysWarnings: 0
  topCombFamilyByArea: "adder cells"
  top_cells_by_area: "fa_1 51%, ha_1 10%, inv_1 9.7%"
  syn_avg_cell_area_um2: 9.03
  syn_inst: 4856
  synth_area_leader_cell: "fa_1"
  synthesis.area_um2: 43900
  yosysMostFrequentCell: "inv_1"
  xor_area_share_pct: 2.72
  synth_top_area_share_pct: 51.2
  ys_sh_aoi_pct: 5.89
  synthSimpleGateAreaFrac_pct: 16.4
  yosys.cell_types.count: 89
status:
  status: "completed"
grt:
  use_met2_pct: 34.0
  grt_use_met3_pct: 8.89
  grt_pass1_wl_um: 185000
  grt.overflow.total: 0
  grt_max_degree: 40
  grt_usage_pct: 23.0
  antenna_found_initial: 11
  grtUsageMet1_pct: 33.9
  top_usage_layer: "met2"
  grt_pass1_vias: 32600
run:
  warning_count: 66
  maxCapViolCount: 0
finish:
  n_clock_buffer: 0
  seq_area_um2: 0
  fin_cells: 6319
  seq_cells: 0
  drive_gt1_share_pct: 3.98
  area_growth_pct: 8.18
  fillCellCount: 10400
  final_cell_area_um2: 47500
min_path:
  hold_start: "A[0]"
  holdCritPathClass: "input port to primary output"
  min_to: "AnWB[0]"
  min_delay_path_depth: 7
final_timing:
  hold_violations: 0
  fmax_ghz: 0.0501
  slew_violations: 0
  finalClockPeriodUsage_pct: 96.8
  tightest_slew_ns: 0.895
  fin_crit_ns: 19.95
  holdWs_ns: 9.70
  final.setup.tns_ns: 0
  finalSetupViolCount: 0
  slew_headroom_pct: 40.2
detailed_routing:
  via_count: 31300
  totalWireLength_um: 114000
  avgViaCountPerCell: 4.95
  dr.first_iter.drc_count: 1393
  wire_per_inst_um: 18.1
  antenna_left: 0
  firstDrtPassIters: 7
  drc_errors: 0
floorplanning:
  ios: 160
  design.core.area_um2: 109000
  die_h_um: 333
  initial_utilization_pct: 40.3
  rows: 121
  chip_area_um2: 111000
  die-width_um: 333
setup_path:
  end_kind: "primary output"
  cp_max_fo: 20
  path_class: "input port to primary output"
  cp_slowest_cell: "or4b_2"
  worstSetupStartpointType: "input port"
  slowest_delay_ns: 0.64
  cp_common_cell: "fa_1"
  required_ns: 16.48
  cp_data_arrival_time_ns: 15.83
placed_design:
  gp_congestion: 0.963
  dp_cells: 6309
  port_buffers: 160
  postPlaceCellArea_um2: 47400
  dpl.hpwl_um: 98900
## through the flow
step / worst slack [ns] / utilization [%]
final: 0.654 / 43.6
after detailed placement: 0.165 / 43.5
after CTS: 0.142 / 43.5
after global routing: -0.00725 / 43.6
after floorplan: 2.51 / -
after global placement: 0.423 / 43.5
## worst max-delay path: cells and delay by family
kind                     cells  cell delay (ns)
AND/OR/NAND/NOR              4             1.08
adder cells (fa/ha/maj)     10             4.68
buffers and inverters        8             1.71
AND-OR/OR-AND               14             3.56
XOR/XNOR                     2             0.64
## logic make-up (layout without fill, tap and decap cells)
family / Yosys count / count (layout)
AND/OR/NAND/NOR: 1419 / 1419
adder cells (fa/ha/maj): 1481 / 1481
other: 0 / 9
buffers and inverters: 1389 / 1429
AND-OR/OR-AND: 380 / 380
XOR/XNOR: 133 / 133
multiplexers: 54 / 54
## worst max path at each step
stage	cells after the start	endpoint	slack, ns	from
finish	38	ApWB[20]	0.65	B[22]
global route	37	ApWB[20]	-0.007	B[17]
CTS	36	ApWB[20]	0.14	W[8]
## cell type report
cell class         count  area, µm²  area share [%]
diodes                 9       22.5          0.0475
repair buffers       289       2680            5.64
inverters           1140       4280            9.02
multi-input cells   3467      38700            81.6
well taps           1414       1770            3.73
## timing repair
action	4_1_cts	5_1_grt
resized	0	19
hold buffers	0	0
setup buffers	0	1
endpoints found under the setup margin	0	64
hold endpoints to repair	0	0
## cell usage in the layout (no fill, tap or decap), types with 9 or more instances in the layout
cell type	n
fa_1	1123
o31ai_1	10
and3_1	9
a31oi_1	10
or3_1	13
a211oi_1	26
a21o_1	16
or2_2	11
nand3_1	30
nand2_1	494
nand2b_1	50
xor2_1	24
nor2b_1	19
o21bai_1	9
nor2_1	164
buf_4	122
o21a_1	20
dlymetal6s2s_1	12
nor4_1	12
a21oi_1	106
o21ai_0	68
clkdlybuf4s50_1	148
ha_1	358
o211ai_1	19
mux4_2	13
nor3_1	44
mux2i_1	33
inv_1	1136
xnor2_1	102
diode_2	9
and2_1	536
## metal layers
layer	wire [µm]	vias up	part of all wire, %
li1	-	14500	-
met1	46900	15700	41
met2	53000	989	46
met3	11500	74	10
met4	2380	12	2.1
met5	243	-	0.21
